`/design/flow/run.sh`:
```
#!/bin/bash
# OpenROAD 26Q1-2900-gdf79404cd8, Yosys 0.63+post, stock flow scripts
make -C /OpenROAD-flow-scripts/flow DESIGN_CONFIG=/design/flow/config.mk WORK_HOME=/design/flow/orfs finish
```
`/design/flow/config.mk`:
```
export PLATFORM = sky130hd
export DESIGN_NAME = ControlUnit
export DESIGN_NICKNAME = ControlUnit
export VERILOG_FILES = /design/flow/design.v
export SDC_FILE = /design/flow/constraint.sdc
export NUM_CORES = 4
export LEC_CHECK = 1
export CORE_AREA = 10 10 70 70
export DIE_AREA = 0 0 80 80
```
`/design/flow/constraint.sdc`:
```
current_design ControlUnit

set clk_period 1.5
set clk_io_pct 0.2

create_clock -name clk0 -period $clk_period

set non_clock_inputs [all_inputs -no_clocks]
set_input_delay [expr $clk_period * $clk_io_pct] -clock clk0 $non_clock_inputs
set_output_delay [expr $clk_period * $clk_io_pct] -clock clk0 [all_outputs]
```
`/design/flow/design.v`:
```
module ALUControl (ALUOp, func, ALUOperation);
  input [1:0]ALUOp;
  input [5:0]func;
  output reg [2:0]ALUOperation;
  always @(ALUOp or func) begin
    case (ALUOp)
      2'b00: ALUOperation = 3'b010;   
      2'b01: ALUOperation = 3'b110;   
      2'b10: case (func)  
            6'b100000: ALUOperation = 3'b010;  
            6'b100010: ALUOperation = 3'b110;  
            6'b100100: ALUOperation = 3'b000;  
            6'b100101: ALUOperation = 3'b001;  
            6'b101010: ALUOperation = 3'b111;  
            default: ALUOperation = 3'b010;
          endcase
      2'b11: ALUOperation = 3'b000;  
      default: ALUOperation = 3'b010;
    endcase
  end
endmodule
module Control (OPC, RegDst, ALUSrc, MemToReg, RegWrite, MemRead, MemWrite, Branch, ALUOp);
  input [5:0]OPC;
  output reg [1:0]RegDst;
  output reg ALUSrc;
  output reg [1:0]MemToReg;
  output reg RegWrite, MemRead, MemWrite;
  output reg [2:0]Branch;
  output reg [1:0]ALUOp;
  always @(OPC) begin
    case (OPC)
      6'b000000: begin  
        RegDst = 2'b01;
        ALUSrc = 1'b0;
        MemToReg = 2'b00;
        RegWrite = 1'b1;
        MemRead = 1'b0;
        MemWrite = 1'b0;
        Branch = 3'b100;   
        ALUOp = 2'b10;
      end
      6'b000010: begin  
        RegWrite = 1'b0;
        MemRead = 2'b0;
        MemWrite = 1'b0;
        Branch = 3'b011;
      end
      6'b000001: begin  
        RegDst = 2'b10;
        MemToReg = 2'b10;
        RegWrite = 1'b1;
        MemRead = 1'b0;
        MemWrite = 1'b0;
        Branch = 3'b011;
      end
      6'b001000: begin  
        RegDst = 2'b00;
        ALUSrc = 1'b1;
        MemToReg = 2'b00;
        RegWrite = 1'b1;
        MemRead = 1'b0;
        MemWrite = 1'b0;
        Branch = 3'b000;
        ALUOp = 2'b00;
      end
      6'b001100: begin  
        RegDst = 2'b00;
        ALUSrc = 1'b1;
        MemToReg = 2'b00;
        RegWrite = 1'b1;
        MemRead = 1'b0;
        MemWrite = 1'b0;
        Branch = 3'b000;
        ALUOp = 2'b11;
      end
      6'b100011: begin  
        RegDst = 2'b00;
        ALUSrc = 1'b1;
        MemToReg = 2'b01;
        RegWrite = 1'b1;
        MemRead = 1'b1;
        MemWrite = 1'b0;
        Branch = 3'b000;
        ALUOp = 2'b00;
      end
      6'b101011: begin  
        ALUSrc = 1'b1;
        RegWrite = 1'b0;
        MemRead = 1'b0;
        MemWrite = 1'b1;
        Branch = 3'b000;
        ALUOp = 2'b00;
      end
      6'b000100: begin  
        ALUSrc = 1'b0;
        RegWrite = 1'b0;
        MemRead = 1'b0;
        MemWrite = 1'b0;
        Branch = 3'b001;
        ALUOp = 2'b01;
      end
      6'b000101: begin  
        ALUSrc = 1'b0;
        RegWrite = 1'b0;
        MemRead = 1'b0;
        MemWrite = 1'b0;
        Branch = 3'b010;
        ALUOp = 2'b01;
      end
    endcase
  end
endmodule
module ControlFlow (Branch, Zero, func, PCSrc);
  input [2:0]Branch;
  input Zero;
  input [5:0]func; 
  output reg [1:0]PCSrc;
  always @(Branch or Zero or func) begin
    case (Branch)
      3'b000: PCSrc = 2'b01;  
      3'b001: begin   
        if (Zero)
          PCSrc = 2'b00;
        else
          PCSrc = 2'b01;
      end
      3'b010: begin   
        if (Zero == 1'b0)
          PCSrc = 2'b00;
        else
          PCSrc = 2'b01;
      end
      3'b011: PCSrc = 2'b11;  
      3'b100: begin   
        if (func == 6'b001000)
          PCSrc = 2'b10;
        else
          PCSrc = 2'b01;
      end
    endcase
  end
endmodule
module ControlUnit (OPC, func, Zero, RegDst, ALUSrc, MemToReg, RegWrite, MemRead, MemWrite, ALUOperation, PCSrc);
  input [5:0]OPC;
  input [5:0]func;
  input Zero;
  output [1:0]RegDst;
  output ALUSrc;
  output [1:0]MemToReg; 
  output RegWrite, MemRead, MemWrite;
  output [2:0]ALUOperation;
  output [1:0]PCSrc;
  wire [2:0]Branch;
  wire [1:0]ALUOp;
  Control C0 (OPC, RegDst, ALUSrc, MemToReg, RegWrite, MemRead, MemWrite, Branch, ALUOp);
  ALUControl C1 (ALUOp, func, ALUOperation);
  ControlFlow C2 (Branch, Zero, func, PCSrc);
endmodule
```
==> impl_metrics.toml <==
# generated from flow reports
[synthesis]
synth_cell_types = 36
ys_top_cells_by_area = "dlxtn_1, o21bai_1, a21oi_1"
ys_area_um2 = 659
yosysMostFrequentCell = "dlxtn_1"
synth.largest_area_cell = "dlxtn_1"
synthTopCellsByCount = "dlxtn_1, a21oi_1"
yosys_warnings = 3
top_area_share_pct = 31.9
async_reset_ff_share_pct = 0
ys.flop_type = "dlxtn_1"
syn_inst = 85
synth-cells-yosys = 85
syn_area_um2 = 659
synth_area_per_cell_um2 = 7.76
edf_count = 0
synth_flops = 14

[route]
vias_per_cell = 4.45
insertedDiodeCount = 0
final_antenna_net_count = 0
highest_layer = "met3"
dr.pass1.iters = 6
drt-met1-wl_um = 943
met2_length_um = 679
route.met3.wl_um = 135
vias = 689
wl_per_cell_um = 11.3
wl_mm = 1.76
drcViolationCount = 0
drt-initial-drc-count = 8

[cells_and_area]
drive_gt1_share_pct = 13.8
nFillCells = 366
comb_area_um2 = 432
regArea_um2 = 210
syn2layout_area_growth_pct = 49.9

[timing]
fin_ws_ns = 0.0624
report.final.slew_viol_count = 0
holdWs_ns = 1.06
finalSetupTns_ns = 0
hold_viol = 0
unclocked_pins = 14
untimed_endpoints = 24
tightest_slew_ns = 0.510
final-setup-viol-count = 0
max-slew-margin-rel_pct = 65.9
fmax_mhz = 696
period_used_pct = 95.8
fin_crit_ns = 1.44

[worst_setup_path]
arrival_ns = 1.14
critical_path_peak_fanout = 2
path_class = "input pin to primary output"
end_kind = "primary output"
required_ns = 1.20
cp-start-kind = "input pin"

[global_routing]
grt_first_pass_wirelength_mm = 2.90
grtUsageTotal_pct = 5.29
grt_antenna_before_repair = 0
grt_max_degree = 16
grt_overflow = 0
grt_pass1_vias = 652

[placed_design]
place_hpwl_mm = 1.39
pre_cts_ws_ns = -0.626
io_buffers = 26
gp_congestion = 0.859

[pwr]
power_uw = 169
p_leak_nw = 0.405
ir_drop_v = 0.000139
power-per-cell-area_nw_per_um2 = 171

[floorplanning]
fp.dieW_um = 80
die_y_um = 80
io_pins = 26
die_area_um2 = 6400
fp_util_pct = 19.3
core_um2 = 3420
rows = 21

[flow_run]
maxCapViolCount = 0
warnings = 32

[worst_hold_path]
min-delay-path-class = "input pin to primary output"

[clocking]
cts_setup_buffers = 0

[run_status]
status = "finished, final reports clean"
==> per-stage QoR <==
step | area (um2) | utilization [%] | std cells
detailed placement | 987 | 28.9 | 156
global route | 988 | 28.9 | 155
finish | 988 | 28.9 | 155
floorplan | 659 | - | 85
global placement | 987 | 28.9 | 156
CTS | 992 | 29.0 | 156
==> worst max-delay path: stages <==
cell	delay, ns
dlygate4sd2_1	0.25
nor2_2	0.10
and4_1	0.20
a22o_1	0.13
clkdlybuf4s15_1	0.16
==> registers in the layout, indices dropped and copies added (netlist names) <==
name / flops
C2.PCSrc: 2
C0.ALUSrc: 1
C0.MemRead: 1
C0.RegDst: 2
C0.MemToReg: 1
C0.Branch: 3
C0.MemWrite: 1
C0.ALUOp: 2
C0.RegWrite: 1
==> where the power goes <==
part           leakage, nW  internal (mW)  total, mW  switching [mW]
combinational        0.295         0.0730      0.143          0.0697
clock                    0              0          0               0
sequential           0.111         0.0216     0.0263         0.00462
total                0.405         0.0946      0.169          0.0743
==> cell usage in the layout (no fill, tap or decap), drive strengths merged, types with 3 or more instances in the layout <==
cell	synthesis	layout
nor4	4	4
nand3	3	3
a21oi	6	6
nor2	4	4
nand2b	3	3
o21ai	3	3
buf	5	8
nor3	4	4
clkdlybuf4s15	0	4
nor2b	4	4
nand2	3	3
dlxtn	14	14
o21bai	4	4
clkdlybuf4s50	0	17
==> routing by layer <==
metal	GRT usage (%)	up-vias
met3	1.25	0
li1	-	359
met5	0	-
met2	8.27	24
met4	0	0
met1	7.65	306
==> area by class of cell <==
class	instances	share of cell area (%)
inverter	2	0.759
tap	46	5.82
timing repair buffer	31	28.5
sequential	14	21.3
multi-input combinational	62	43.7
==> logic make-up (layout without fill, tap and decap cells) <==
group                     count (synthesis)  count (layout)  synth area share [%]
and+or+nand+nor                          35              35                  31.3
latches                                  14              14                  31.9
AOI/OAI and AO/OA                        23              23                  24.7
muxes                                     2               2                  3.04
buffers and inverters                     9              33                  6.45
xor gates and xnor gates                  2               2                  2.66
==> final timing paths <==
kind	from	to	cells after the start
worst max-delay path	func[0]	ALUOperation[2]	5
worst min-delay path	func[1]	ALUOperation[1]	4
==> what timing repair did <==
action	in CTS	in global routing
pin swaps	6	6
hold buffers	0	0
resized	26	2
setup endpoints to repair	3	3
Power figures rest on the tool's default switching activity, not on a simulated workload.
